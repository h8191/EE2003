File: /design/flow/constraint.sdc
current_design stage3

set clk_period 29.9
set clk_io_pct 0.2

create_clock -name clk0 -period $clk_period

set non_clock_inputs [all_inputs -no_clocks]
set_input_delay [expr $clk_period * $clk_io_pct] -clock clk0 $non_clock_inputs
set_output_delay [expr $clk_period * $clk_io_pct] -clock clk0 [all_outputs]
File: /design/flow/run.sh
#!/bin/bash
# OpenROAD 26Q1-2900-gdf79404cd8, Yosys 0.63+post, stock flow scripts
make -C /OpenROAD-flow-scripts/flow DESIGN_CONFIG=/design/flow/config.mk WORK_HOME=/design/flow/orfs finish
File: /design/flow/config.mk
export PLATFORM = sky130hd
export DESIGN_NAME = stage3
export DESIGN_NICKNAME = stage3
export VERILOG_FILES = /design/flow/design.v
export SDC_FILE = /design/flow/constraint.sdc
export NUM_CORES = 4
export LEC_CHECK = 1
export CORE_UTILIZATION = 50
File: /design/flow/design.v
module forwarder(
	input [4:0] rs1,rs2,   
	input [4:0] rd1,rd2,		 
	input rd_valid1,rd_valid2,	
	output reg [1:0] rv1_sel,rv2_sel
);
	always @(*) begin
		if (rs1==rd1 && rd_valid1==1)
			rv1_sel<=1;
		else if (rs1==rd2 && rd_valid2==1) 
			rv1_sel<=2;	
		else
			rv1_sel<=0;
		if (rs2==rd1 && rd_valid1==1)
			rv2_sel<=1; 
		else if (rs2==rd2 && rd_valid2==1) 
			rv2_sel<=2; 
		else
			rv2_sel<=0; 
	end
endmodule
module stage3(
    input [5:0] op,
    input alu_in2_sel,
    input [31:0] imm,  
    output [31:0] alu_out,
    input [31:0] rv1, rv2,
    input [4:0] rs1,rs2,
    input [4:0] rd_em,
    input [31:0] rwdata_em,
    input rd_valid_em,  
    input [4:0] rd_mw,
    input [31:0] rwdata_mw,
    input rd_valid_mw,
    output reg [31:0] frv2, 
    input we_rf, 
    input [1:0] rd_sel,
    output reg rd_valid,
    output reg [31:0] rwdata,
    input [31:0] pc,
    input [2:0] pc_sel,
    input [31:0] address_predicted,
    output reg branch_taken,
    output reg [31:0] branch_address
);
    reg [31:0] in2;
    reg [31:0] frv1;
    wire [1:0] rv1_sel,rv2_sel;
    ALU32 a1(.in1(frv1),.in2(in2),.op(op),.out(alu_out));
    forwarder alu_f1(.rs1(rs1),.rs2(rs2),.rd1(rd_em),.rd2(rd_mw),
        .rd_valid1(rd_valid_em),.rd_valid2(rd_valid_mw),
        .rv1_sel(rv1_sel),.rv2_sel(rv2_sel));
    always @(*) begin
        case(rv1_sel)
            1: frv1 <= rwdata_em;
            2: frv1 <= rwdata_mw;
            default: frv1 <= rv1;
        endcase
        case(rv2_sel)
            1: frv2 <= rwdata_em;
            2: frv2 <= rwdata_mw;
            default: frv2 <= rv2;
        endcase
        case(alu_in2_sel)
            1'b0: in2<=frv2;
            1'b1: in2<=imm;
        endcase
        rd_valid <= 0;
        rwdata <= 0;
            case({we_rf,rd_sel})
                3'b100 : begin rd_valid<=1; rwdata<=alu_out; end           
                3'b110 : begin rd_valid<=1; rwdata<=pc+4; end  
                3'b111 : begin rd_valid<=1; rwdata<=pc+imm; end  
            endcase
        branch_taken <= 0;  
        casez(pc_sel)
            3'b000 : begin branch_address <= pc+4; end 
            3'b001 : begin branch_address <= pc+imm; end 
            3'b010 : begin branch_address <= (alu_out)&32'hfffffffe; end  
            3'b011 : case (alu_out[0])
                        1'b0: branch_address <= pc+4;
                        1'b1: branch_address <= pc + imm;
                    endcase
        endcase
        branch_taken <= (pc_sel!=7)&&(branch_address!=address_predicted);
    end
endmodule
module ALU32 (
    in1, in2, op, out
);
    input wire [31:0] in1, in2;
    input wire [5:0] op;
    output reg [31:0] out;
    always @(*) begin
        case(op)
				1: out <= in1+in2;							 
				2: out <= in1-in2;							 
				3: out <= in1&in2;							 
				4: out <= in1|in2;							 
				5: out <= in1^in2;							 
				6: out <= in1<<in2[4:0];					 
				7: out <= in1>>in2[4:0];					 
				8: out <= $signed(in1)>>>in2[4:0];			 
				9: out <= ($signed(in1)<$signed(in2))? 1:0;	 
				10: out <= (in1<in2)? 1:0;					 
				11: out <= (in1==in2) ? 1:0; 					 
				12: out <= (in1!=in2) ? 1:0; 					 
				13: out <= ($signed(in1)>=$signed(in2))? 1:0;	 
				14: out <= (in1>=in2)? 1:0;					 
				15: out <= in2;
				default: out <= 0;
		  endcase
    end
endmodule
==> run notes <==
Notes on the physical design

The run finished with clean final reports. The switching power is 0.000300 W. The flow measured a signed area growth from synthesis to layout of 26.7%. The via count of the first global-routing pass is 21300. The max capacitance violation total is 0.

The worst relative slew slack is 6.97%. Summing every instance area after synthesis gives 15800 sq um. Across all stage logs, warnings added up to 98.

Per the repair_timing log after CTS, setup buffers inserted total 0. The transition time at the pin with the least slew margin is 1.38 ns. The most repeated cell in the gate-level netlist after synthesis is sky130_fd_sc_hd__o21ai_0. The maximum number of pins on one net before global-route repair is 75.

The core region is 30800 sq um. In this run the full chip footprint comes out at 32300 sq um. The report lists the number of cells resized after CTS as 0. The kind of critical path is primary input to output pin. The slowest stage of the critical path is the sky130_fd_sc_hd__a211oi_1 cell. The final hold violation count recorded for this run is 0. Cell internal power was estimated by the tool at 0.000181 W. In the detailed route, the total length drawn on met3 is 16300 um.

The number of cells on the worst hold path is 4. Once iteration 0 of detailed routing completed, the report listed 4025 DRC markers. The timer found 32 register pins that no clock reaches; their paths are not timed.

Counting tap cells, the placed design contains a total of 3161 instances. The largest single stage delay on the critical path is 0.64 ns. The number of antenna violations at the first check in global routing is 10.

The number of unconstrained endpoints is 64. Net switching is 62.3% of the power. The number of vias after detailed routing is 23300. The summed negative setup slack over all endpoints is 0 ns. The share of synthesized area in the top cell type comes to 10.2%. The routed wire length is 94000 um.

The worst voltage drop across the vdd grid is 0.0127 mV. The total half-perimeter wirelength after legalization and detailed placement is 74200 um. The flip-flop count of the largest register, all copies and words added is 32.

The initial core utilization is 51.1%. The maximum frequency from static timing analysis is 50.9 MHz. The number of distinct library cell variants in the gate-level netlist after synthesis is 93.

In the synthesized netlist, the cells that appear most often are sky130_fd_sc_hd__o21ai_0, sky130_fd_sc_hd__nand2_1, sky130_fd_sc_hd__nor2_1, sky130_fd_sc_hd__a21oi_1, sky130_fd_sc_hd__nand3_1. The largest registers in the layout are branch_address (32). The die width is 180 um. Ranked by flip-flop count, first place goes to branch_address. Ranked by total cell area, the synthesized netlist is headed by sky130_fd_sc_hd__ha_1, sky130_fd_sc_hd__o21ai_0, sky130_fd_sc_hd__a21oi_1.

After detailed routing, the number of vias per cell comes to 7.35. The synthesized netlist cell count is 2482. In the final routed layout, each cell accounts on average for 29.7 um. The required time at the endpoint of the critical path is 23.92 ns. The final layout report lists a filler cell count of 2725. The number of cells in Yosys stat is 2482. The post-synth count of flops with an enable pin is 0. The final cell count without fillers is 3166. The power per unit of standard cell area is 24.1 nW/um^2. The vertical die dimension reported for this design is 180 um. The summed standard-cell area reported by yosys is 15800 sq um. The arrival time at the worst endpoint is 13.66 ns. Dividing the final minimum period by the clock period gives 65.7%.

In the log, the iteration count for the first detailed-route pass is 11. The average size of a mapped cell is 6.35 sq um. The number of warnings issued by yosys is 3. After floorplanning, the core was divided into 64 placement rows. Once synthesis finished, the tally of register bits stood at 32. The proportion of register bits with asynchronous set or reset after synthesis is 0%. The post-route netlist has 4.88% of its cells at a drive strength greater than 1. The final period demand of the worst path is 19.64 ns. STA classifies the critical path endpoint as an output pin.

After global routing the overflow that remains totals 0. The first global-routing pass estimated 137000 um of wire. Among all flip-flop cells after synthesis, the most frequent one is sky130_fd_sc_hd__dlxtn_1. Per the timing report, the biggest fanout along the worst path comes to 52. The weighted congestion at the end of routability-driven global placement is 1.18. In the final report, the number of pins over their slew limit comes to 0. The path class of the tightest hold or removal check is primary input to output pin. The count of nets left with antenna violations after detail routing is 0. The worst hold path endpoint is frv2[10].

The combined global-route utilization of all metal layers is 57.2%. Routed signal wires occupy layers up through met5. The count of input and output buffers is 389.

STA lists the startpoint of the worst hold path as rwdata_em[10]. The top-level port count is 389. Looking at area per cell type in the netlist, the leader is sky130_fd_sc_hd__ha_1. Hold repair after CTS inserted 0 buffers. Per STA, the worst path is made up of clkdlybuf4s50_1, xnor2_1, nand4_1, nor2_4, buf_4, o31a_4, nor2_4, inv_1, ha_1, nor2b_1, o21ai_0, nand2b_1, a221oi_1, a31oi_1, a311o_1, a211oi_1, a211o_1, o31ai_1, xor2_1, a211o_1, nand2_1, o21ai_0, clkdlybuf4s50_1. Per the finish-stage timing summary, setup violations number 0. The met2 layer wire length in the routed design is 36400 um. After detailed routing, the number of remaining DRC violations is 0. The critical path launch point type is a primary input. After detailed routing, the wire length on met1 is 31400 um. Setup repair after global routing left no endpoint under its margin. The static power due to leakage is 7.85 nW.
## worst max-delay path: cells and delay by family
kind	cells	cell delay (ns)
and+or+nand+nor	6	1.23
AOI/OAI and AO/OA	10	3.63
buffers and inverters	4	2.02
adders and majority gates	1	0.33
xor gates and xnor gates	2	0.40
## per-stage QoR
step                power (W)  cell area [sq um]  setup slack [ns]  hold WS [ns]  util, %
finish               0.000481              20000             10.26         12.99     64.8
global placement     0.000447              20000             11.02         12.96     64.7
floorplan            0.000260              15800             12.98         12.03        -
detailed placement   0.000447              20000             10.72         12.97     64.7
CTS                  0.000450              20000             10.71         12.97     64.7
global route         0.000497              20000             10.02         13.03     64.8
## cell families (layout without fill, tap and decap cells)
family | count (synthesis) | count (layout) | share of synthesized area, %
AOI/OAI and AO/OA | 960 | 960 | 40.5
and+or+nand+nor | 840 | 840 | 25.2
adders and majority gates | 132 | 132 | 10.6
muxes | 94 | 94 | 6.07
latches | 32 | 32 | 3.05
xor gates and xnor gates | 119 | 119 | 6.61
other | 0 | 4 | 0
buffers and inverters | 305 | 589 | 7.97
## layout make-up
type                    instances  area, sq um  area share [%]
multi-input cells            2145        14100            70.4
repair buffers                466         4460            22.3
well taps                     396          495            2.48
flip-flops and latches         32          480            2.40
inverters                     123          462            2.31
diodes                          4         10.0          0.0501
## metal layers
layer,up-vias,global-route usage [%]
met5,-,0
met4,8,45.6
met3,613,25.2
met2,2309,79.5
met1,10400,68.5
li1,9903,-
## layout by cell type, fill, tap and decap left out, types with 17 or more instances in the layout
cell,Yosys,final
sky130_fd_sc_hd__o221ai_1,32,32
sky130_fd_sc_hd__xor2_1,22,22
sky130_fd_sc_hd__nand4_1,37,37
sky130_fd_sc_hd__nor2_1,196,194
sky130_fd_sc_hd__a22oi_1,33,33
sky130_fd_sc_hd__nor3_1,84,84
sky130_fd_sc_hd__a31oi_1,54,54
sky130_fd_sc_hd__o21bai_1,23,23
sky130_fd_sc_hd__nor2b_1,32,32
sky130_fd_sc_hd__a221o_1,18,17
sky130_fd_sc_hd__inv_1,114,114
sky130_fd_sc_hd__nand2_1,227,227
sky130_fd_sc_hd__o21a_1,23,23
sky130_fd_sc_hd__o22ai_1,35,35
sky130_fd_sc_hd__a211oi_1,54,53
sky130_fd_sc_hd__clkdlybuf4s50_1,0,388
sky130_fd_sc_hd__o21ai_0,229,228
sky130_fd_sc_hd__and3_1,20,20
sky130_fd_sc_hd__xnor2_1,97,97
sky130_fd_sc_hd__a21oi_1,192,192
sky130_fd_sc_hd__a221oi_1,30,30
sky130_fd_sc_hd__dlxtn_1,32,32
sky130_fd_sc_hd__buf_4,8,76
sky130_fd_sc_hd__o211ai_1,32,32
sky130_fd_sc_hd__nand3_1,142,142
sky130_fd_sc_hd__mux2i_1,81,81
sky130_fd_sc_hd__a21o_1,40,40
sky130_fd_sc_hd__ha_1,129,129
sky130_fd_sc_hd__nand2b_1,23,23
## worst max-delay path by stage
stage	start	endpoint
CTS	rs2[2]	rwdata[21]
global route	rs2[2]	rwdata[29]
finish	rs2[2]	rwdata[31]
Power is estimated from default activity; no workload was simulated.
