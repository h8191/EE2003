==> flow/design.v <==
module CPU(
    input clk,
    input reset,
    input [31:0] idata,    
    output [31:0] iaddr,   
    input [31:0] drdata,   
    output [31:0] daddr,   
    output reg [31:0] dwdata,  
    output [3:0] we,       
    output [31:0] x31,
    output reg [31:0] pc    
);  
    wire [31:0] alu_out;
    wire alu_in2_sel;
    wire [1:0] rd_sel;
    wire [1:0] pc_sel;
    wire [5:0] op;
    wire [31:0] imm;
    wire rf_we;          
    wire [3:0] re;       
    wire rd_sign;
    reg [31:0] rwdata;
    wire [31:0] rv1,rv2;
    reg [31:0] alu_in2;
    reg  [1:0] pc_sel_reg;   
    reg [31:0] mod_drdata;   
    Decoder D1(.instr(idata),.alu_out(alu_out),.alu_in2_sel(alu_in2_sel),.rd_sel(rd_sel),
     .pc_sel(pc_sel),.op(op),.imm(imm),.rf_we(rf_we),.we(we),.re(re),.rd_sign(rd_sign));
    RF mem3(.clk(clk),.rs1(idata[19:15]),.rs2(idata[24:20]),.rd(idata[11:7]),.we(rf_we),
      .indata(rwdata), .rv1(rv1), .rv2(rv2),.x31(x31));
    ALU32 a1 (.in1(rv1),.in2(alu_in2),.op(op),.out(alu_out));
    initial begin
        pc_sel_reg<=0;  
    end
    assign iaddr = pc;
    assign daddr = alu_out;
    always @(*) begin
        pc_sel_reg<=pc_sel;
		dwdata<=0;
        case(we)
            4'b0001: dwdata[7:0]  <=rv2[7:0];
            4'b0010: dwdata[15:8] <=rv2[7:0];
            4'b0100: dwdata[23:16]<=rv2[7:0];
            4'b1000: dwdata[31:24]<=rv2[7:0];
            4'b0011: dwdata[15:0] <=rv2[15:0];
            4'b1100: dwdata[31:16]<=rv2[15:0];
            4'b1111: dwdata<=rv2;
        endcase
        case(re)
            4'b0001: mod_drdata <= {{24{rd_sign? 1'b0:drdata[7]}},drdata[7:0]};
            4'b0010: mod_drdata <= {{24{rd_sign? 1'b0:drdata[15]}},drdata[15:8]};
            4'b0100: mod_drdata <= {{24{rd_sign? 1'b0:drdata[23]}},drdata[23:16]};
            4'b1000: mod_drdata <= {{24{rd_sign? 1'b0:drdata[31]}},drdata[31:24]};
            4'b0011: mod_drdata <= {{16{rd_sign? 1'b0:drdata[15]}},drdata[15:0]};
            4'b1100: mod_drdata <= {{16{rd_sign? 1'b0:drdata[31]}},drdata[31:16]};
            4'b1111: mod_drdata <= drdata;
            default: mod_drdata <= 0;
        endcase
        case(alu_in2_sel)
            1'b0: alu_in2<=rv2;
            1'b1: alu_in2<=imm;
        endcase
        case(rd_sel)
            2'b00: rwdata<=alu_out;
            2'b01: rwdata<=mod_drdata;
            2'b10: rwdata<=pc+4;  
            2'b11: rwdata<=pc+imm;
        endcase
    end
    always @(posedge clk) begin
        if(reset) begin
            pc<=0;
        end else begin
            case(pc_sel_reg)
                2'b00: pc<=pc+4;
                2'b01: pc<=pc+imm;
                2'b10: pc<=(rv1+imm)&32'hfffffffe;
                default: pc<=32; 
            endcase
        end
    end
endmodule
module Decoder (
    input [31:0] instr,
    input [31:0] alu_out,
    output reg [5:0] op,         
    output reg alu_in2_sel,
    output reg [31:0] imm,
    output reg [1:0] rd_sel,
    output reg rf_we,            
    output reg rd_sign,
    output reg [1:0] pc_sel,
    output reg [3:0] we,re          
);
    always @(*) begin
        imm<=0;
        we<=0;
        re<=0;
        op<=0;
        alu_in2_sel<=1; 
        rd_sel<=0;   
        rf_we<=0;    
        pc_sel<=0;   
        rd_sign<=0;
        casez (instr[6:0])
            7'b0110111: begin  
                            imm <= instr&32'hfffff000;
                            op <= 15;
                            rf_we<=1;
                        end
            7'b0010111: begin  
                            imm <= instr&32'hfffff000;
                            rd_sel <= 3;
                            rf_we<=1;
                        end 
            7'b1101111: begin   
                            rf_we <= 1;
                            rd_sel <= 2;
                            pc_sel <= 1;
                            imm <= {{12{instr[31]}},instr[19:12],instr[20],instr[30:21],1'b0};
                        end
            7'b1100111: begin  
                            rf_we <= 1;
                            rd_sel <= 2;
                            pc_sel <= 2;  
                            op<=1;        
                            imm <= {{20{instr[31]}},instr[31:20]};
                        end
            7'b1100011: begin
                            imm <= {{20{instr[31]}},instr[7],instr[30:25],instr[11:8],1'b0};
                            case (instr[14:12])
                                3'b000 : op<=11;     
                                3'b001 : op<=12;     
                                3'b100 : op<=9;      
                                3'b101 : op<=13;     
                                3'b110 : op<=10;      
                                3'b111 : op<=14;     
                                default: op<=0;
                            endcase
                            alu_in2_sel<=0;  
                            if (alu_out) begin
                                pc_sel <= 1;
                            end
                        end
            7'b0000011: begin
                        imm <= {{20{instr[31]}},instr[31:20]};
                        op<=1 ;  
                        rd_sel<=1;  
                        rf_we<=1;
                        casez (instr[14:12])
                            3'bz00: begin  
                                    rd_sign <= instr[14];  
                                    case (alu_out[1:0])
                                    2'b00:  re<=1;
                                    2'b01:  re<=2;
                                    2'b10:  re<=4;
                                    2'b11:  re<=8;
                                    endcase
                                    end
                            3'bz01: begin  
                                    rd_sign <= instr[14];
                                    case(alu_out[1:0])
                                        2'b00: re<=3;
                                        2'b01: re<=3;
                                        2'b10: re<=12;
                                        2'b11: re<=12;
                                        default: rf_we<=0;  
                                    endcase
                                    end
                            3'b010: begin
                                    re<=15;
                                    imm <= {{20{instr[31]}},instr[31:20]}; 
                                    end
                            default: rf_we<=0;
                        endcase
                        end
            7'b0100011: begin 
                        imm <= {{20{instr[31]}},instr[31:25],instr[11:7]};
                        op<=1;
                        case (instr[14:12])
                            3'b000: case (alu_out[1:0]) 
                                    2'b00: we<=1;
                                    2'b01: we<=2;
                                    2'b10: we<=4;
                                    2'b11: we<=8;
                                    endcase
                            3'b001: case (alu_out[1:0]) 
                                    2'b00: we<=3; 
                                    2'b10: we<=12;
                                    default: we<=0;
                                    endcase
                            3'b010: begin  
                                    imm <= {{20{instr[31]}},instr[31:25],instr[11:7]}; 
                                    we<=15;
                                end
                            default: we<=0;
                        endcase                     
                        end
            7'b0010011: begin
                rf_we <= 1;  
                rd_sel <= 0;  
                alu_in2_sel <=1; 
                casez({instr[31:25],instr[14:12]})
                    10'bzzzzzzz000: begin op<=1;  
                                        imm <= {{20{instr[31]}},instr[31:20]};
                                    end
                    10'bzzzzzzz010: begin op<=9;  
                                        imm <= {{20{instr[31]}},instr[31:20]};
                                    end
                    10'bzzzzzzz011: begin op<=10;  
                                        imm <= {20'b0,instr[31:20]};  
                                    end
                    10'bzzzzzzz100: begin op<=5;  
                                        imm <= {20'b0,instr[31:20]};  
                                    end
                    10'bzzzzzzz110: begin op<=4;  
                                        imm <= {20'b0,instr[31:20]};
                                    end
                    10'bzzzzzzz111: begin op<=3;  
                                        imm <= {20'b0,instr[31:20]};
                                    end
                    10'b0000000001: begin op<=6;  
                                        imm <= {27'b0,instr[24:20]};
                                    end 
                    10'b0000000101: begin op<=7;  
                                        imm <= {27'b0,instr[24:20]};
                                    end
                    10'b0100000101: begin op<=8;  
                                        imm <= {27'b0,instr[24:20]};
                                    end
                    default: rf_we <= 0; 
                endcase
                end
            7'b0110011: begin
                rf_we <= 1;
                rd_sel <= 0;  
                alu_in2_sel <=0;
                case({instr[31:25],instr[14:12]})
                    10'b0000000000: op<=1;  
                    10'b0100000000: op<=2;  
                    17'b0000000001: op<=6;  
                    17'b0000000010: op<=9;  
                    17'b0000000011: op<=10;  
                    17'b0000000100: op<=5;  
                    17'b0000000101: op<=7;  
                    17'b0100000101: op<=8;  
                    17'b0000000110: op<=4;  
                    17'b0000000111: op<=3;  
                    default: rf_we<=0;
                endcase
                end
            default: op<=0;
        endcase
    end
endmodule
module ALU32 (
    in1, in2, op, out
);
    input wire [31:0] in1, in2;
    input wire [5:0] op;
    output reg [31:0] out;
    always @(*) begin
        case(op)
				1: out <= in1+in2;							 
				2: out <= in1-in2;							 
				3: out <= in1&in2;							 
				4: out <= in1|in2;							 
				5: out <= in1^in2;							 
				6: out <= in1<<in2[4:0];					 
				7: out <= in1>>in2[4:0];					 
				8: out <= $signed(in1)>>>in2[4:0];			 
				9: out <= ($signed(in1)<$signed(in2))? 1:0;	 
				10: out <= (in1<in2)? 1:0;					 
				11: out <= (in1==in2) ? 1:0; 					 
				12: out <= (in1!=in2) ? 1:0; 					 
				13: out <= ($signed(in1)>=$signed(in2))? 1:0;	 
				14: out <= (in1>=in2)? 1:0;					 
				15: out <= in2;
				default: out <= 0;
		  endcase
    end
endmodule
module RF (
	input wire [4:0] rs1,rs2,rd,
	input wire we,
	input clk,
	input wire [31:0] indata,
	output wire [31:0] rv1,rv2,x31
);
	reg[31:0] m [0:31];
	integer i;
	initial begin
	for(i=0;i<32;i=i+1)
		m[i] = 0;
	end 
	assign x31 = m[5'b11111];
	assign rv1 = m[rs1];
   assign rv2 = m[rs2];
    always @(posedge clk) begin
		  if (we==1) begin
				if(rd)
					m[rd]<=indata;
				else
					m[rd]<=0;
		  end
    end
endmodule
==> flow/run.sh <==
#!/bin/bash
# OpenROAD 26Q1-2900-gdf79404cd8, Yosys 0.63+post, stock flow scripts
make -C /OpenROAD-flow-scripts/flow DESIGN_CONFIG=/design/flow/config.mk WORK_HOME=/design/flow/orfs finish
==> flow/config.mk <==
export PLATFORM = sky130hd
export DESIGN_NAME = CPU
export DESIGN_NICKNAME = CPU
export VERILOG_FILES = /design/flow/design.v
export SDC_FILE = /design/flow/constraint.sdc
export NUM_CORES = 4
export LEC_CHECK = 1
export CORE_UTILIZATION = 50
==> flow/constraint.sdc <==
current_design CPU

set clk_period 35.4
set clk_io_pct 0.2

create_clock -name clk0 -period $clk_period [get_ports {clk}]

set non_clock_inputs [all_inputs -no_clocks]
set_input_delay [expr $clk_period * $clk_io_pct] -clock clk0 $non_clock_inputs
set_output_delay [expr $clk_period * $clk_io_pct] -clock clk0 [all_outputs]
==> GITHUB_STEP_SUMMARY <==
## Synthesis and layout report

| Metric | Value |
|---|---|
| Status | `finished, final reports clean` |
| Reg2Reg Depth | `24` |
| Mux cell area share | `19.8%` |
| Finished Core Util | `57.6%` |
| CP Data Arrival Time | `16.63 ns` |
| RSZ-0062 raised after global routing | `false` |
| Worst-case register-to-register setup slack | `25.49 ns` |
| XOR Share, Synth | `1.24%` |
| CTS tree | `done` |
| Clock slew seen by the registers of the worst setup and hold paths | `0.07 ns` |
| Critical path's most frequent cell | `buf_4` |
| Slowest-stage cell, CP | `buf_4` |
| Reg-to-reg endpoint | `pc[23]` |
| Area post-placement | `69700 µm²` |
| Number of instances in the placed design | `7111` |
| Average wire per cell in the routed design | `37.1 µm` |
| Simple-gate share of the synthesized area | `9.84%` |
| Worst Path Max Fanout | `64` |
| Cell area after layout | `73500 µm²` |
| Number of optimization iterations in the first detailed-route pass | `6` |
| Fp_density | `50.5%` |
| Met3 track demand over resource | `29.5%` |
| Hold path cells | `2` |
| Adder and majority gate portion of the synthesized area | `3.21%` |
| Syn avg cell area | `12.0 µm²` |
| Hold Crit Endpoint | `pc[0]` |
| Power Density | `43.3 nW/µm²` |
| Post-synth design cell area | `64400 µm²` |
| Largest net degree at the start of global routing | `96` |
| Count of H-tree levels built during CTS | `3` |
| Clock skew after layout | `0.0783 ns` |
| Placeable core region | `128000 µm²` |
| Number of library cell types mapped by synthesis | `95` |
| Hold Crit Start | `pc[0]` |
| Top area contributor share | `47.7%` |
| Detailed-route wire length | `272 mm` |
| Crit path capture type | `output pin` |
| Share of power burned in registers | `44.1%` |
| Count of non-filler cells in the finished layout | `7328` |
| All-layer global routing usage | `45.2%` |
| Total negative setup slack | `0 ns` |
| Most area-hungry cell type in the Yosys netlist | `edfxtp_1` |
| Flop and latch count out of synthesis | `1056` |
| Clock Tree Root | `clkbuf_16` |
| Final Max Slew Viols | `0` |
| Post-synthesis cell count from yosys | `5355` |
| Share of synthesized area occupied by flip-flops and latches | `48.7%` |
| Worst Setup Start Kind | `input pin` |
| Worst-Margin Slew | `1.48 ns` |
| Height of the chip | `361 µm` |
| Number of max-cap violations | `0` |
| VDD IR-drop max | `0.0474 mV` |
| Number of global-route vias before repair | `51800` |
| HPWL reported at the end of detailed placement | `181 mm` |
| Required time of the worst setup path | `28.32 ns` |
| Number of antenna violations at the first check in global routing | `13` |
| Chip area estimate from yosys synthesis | `64400 µm²` |
| Proportion of synthesized flip-flops having asynchronous set or reset | `0%` |
| Top flip-flop cell by instance count after synthesis | `edfxtp_1` |
| Internal power summed over all cells | `2.29 mW` |
| Total via count after detailed routing | `51900` |
| Post-cts hold-fix buffer tally | `0` |
| Synthesis-to-finish area growth | `14.1%` |
| Share of layout cells above drive strength 1 | `16.4%` |
| Share of total power consumed by net switching | `28.0%` |
| Buffers inserted by post-CTS timing repair | `0` |
| Die area | `130000 µm²` |
| First-pass GRT wire length | `381 mm` |
| IO Pins | `230` |
| Post-synth EDFFs | `1024` |
| Global placement routability congestion | `1.15` |
| Most numerous logic cells after layout | `edfxtp_1 (1024), mux2i_1 (570), nand2_1 (305), mux4_2 (304)` |
| Number of setup violations in the final report | `0` |
| Count of tool warnings | `91` |
| Gate count after technology mapping | `5355` |
| Global-route layer with the greatest usage | `met2` |
| Combinational power share | `17.6%` |
| Dominant logic cell type in the layout | `edfxtp_1` |
| Post-placement worst setup slack | `11.79 ns` |
| Number of buffers added on ports | `229` |
| Std cell rows | `131` |
| Average vias per placed instance | `7.08` |
| Iteration-0 DRC Markers | `5722` |
| TritonCTS Buffers | `113` |
| LEAKAGE | `26.1 nW` |
| CP max stage delay | `0.60 ns` |
| Post-cts resize count | `0` |
| Class of the worst hold path | `reg -> reg` |
| Post-layout min period | `23.71 ns` |
| Relative contribution of the clock network to total power | `38.3%` |
| TritonCTS Sinks | `1056` |
| Combinational family with the most area after synthesis | `multiplexers` |
| Switching power total | `0.893 mW` |
| X dimension of the die | `361 µm` |
| Worst-Skew Late Latency | `0.77 ns` |
| Top cells by area in the synthesized netlist | `edfxtp_1 (48%), mux4_2 (11%), mux2i_1 (8.9%)` |
| DRC violations left | `0` |
| Met2 routing resource usage after global routing | `61.8%` |
| Final Hold Viols | `0` |
| Number of buffers between clock root and the deepest sink | `3` |
| Compound Share, Synth | `13.5%` |
| Count of warnings emitted by yosys | `4` |
| Post-layout period usage | `67.0%` |
| Met1 Use GR | `53.9%` |
| Startpoint of the worst-slack reg-to-reg timing path | `mem3.m[31][3]` |
| Remaining global-route overflow | `0` |
| Slew Limit Headroom | `0.308%` |
| Highest clock rate | `42.2 MHz` |
| Post-route antenna net violation count | `0` |
| Setup slack after layout | `11.69 ns` |
| Class of the most critical setup path | `in -> out` |
## metal layers
layer	routed length (µm)	up-vias
li1	-	21800
met1	84000	24800
met2	117000	4146
met3	47700	1080
met4	22700	31
met5	1080	-
## power by group through the flow
| stage | registers [mW] | logic [mW] | clock network [mW] |
|---|---|---|---|
| after CTS | 1.41 | 0.534 | 1.23 |
| after global routing | 1.41 | 0.580 | 1.28 |
| final | 1.41 | 0.561 | 1.22 |
## synthesized netlist by cell type, types with 24 or more instances
cell	number
edfxtp_1	1024
clkbuf_1	252
a221oi_1	32
dfxtp_1	32
a31oi_1	46
a21o_1	31
o21ai_0	167
a2111oi_0	26
o22ai_1	168
buf_1	84
and3_1	32
nand4_1	31
o211ai_1	42
xnor2_1	58
mux2i_1	571
nand3_1	177
nor2b_1	32
a211oi_1	71
nor3_1	171
or3_1	31
and2_1	24
o221ai_1	28
nor2_1	334
buf_4	40
nand2b_1	32
a22oi_1	124
buf_2	33
a21oi_1	290
ha_1	159
nand2_1	305
inv_1	125
mux4_2	304
nor4_1	50
xor2_1	33
## worst max-delay path by stage
stage / from / to / slack (ns)
finish: idata[20] / dwdata[30] / 11.69
global route: idata[20] / dwdata[30] / 11.13
CTS: idata[20] / dwdata[30] / 11.78
## kinds of logic (layout without fill, tap and decap cells)
group           count (synthesis)  in the layout
buf+inv                       553            858
flops                        1056           1056
mux                           893            893
simple gates                 1313           1313
xor+xnor                       91             91
other cells                     0              6
compound gates               1286           1286
fa+ha+maj                     163            163
## cell type report
cell class                      count  area (µm²)
Antenna cell                        6        15.0
Inverter                          131         494
Clock inverter                     78         901
Multi-Input combinational cell   3746       31200
Timing Repair Buffer              518        4520
Sequential cell                  1056       31400
Fill cell                       10300       54200
Tap cell                         1662        2080
Clock buffer                      131        2920
## flip-flops by register name (all words and copies together), names as in the netlist
signal / cells
mem3.m: 1024
pc: 32
## critical path, delay by kind of cell
family	cells	cell delay, ns
muxes	3	1.58
and+or+nand+nor	8	2.11
buffers and inverters	7	2.99
AOI/OAI and AO/OA	8	2.13
adders and majority gates	1	0.51
## stage by stage
step / hold slack [ns] / total power, mW
5_1_grt: 0.611 / 3.26
3_5_place_dp: 0.552 / 1.96
4_1_cts: 0.562 / 3.17
6_report: 0.568 / 3.19
3_3_place_gp: 0.555 / 1.96
2_1_floorplan: 0.478 / 1.74
No activity file was given, so power comes from the tool's default toggle rates.
